### flow/config.mk
export PLATFORM = sky130hd
export DESIGN_NAME = hamFix
export DESIGN_NICKNAME = hamFix
export VERILOG_FILES = /design/flow/design.v
export SDC_FILE = /design/flow/constraint.sdc
export NUM_CORES = 4
export LEC_CHECK = 1
export CORE_AREA = 10 10 81 81
export DIE_AREA = 0 0 91 91
### flow/run.sh
#!/bin/bash
# OpenROAD 26Q1-2900-gdf79404cd8, Yosys 0.63+post, stock flow scripts
make -C /OpenROAD-flow-scripts/flow DESIGN_CONFIG=/design/flow/config.mk WORK_HOME=/design/flow/orfs finish
### flow/constraint.sdc
current_design hamFix

set clk_period 3.5
set clk_io_pct 0.2

create_clock -name clk0 -period $clk_period [get_ports {clock}]

set non_clock_inputs [all_inputs -no_clocks]
set_input_delay [expr $clk_period * $clk_io_pct] -clock clk0 $non_clock_inputs
set_output_delay [expr $clk_period * $clk_io_pct] -clock clk0 [all_outputs]
### flow/design.v
module hamFix(clock, ham, fixed);
    input  clock;
    input  [15:1] ham;
    output [15:1] fixed;
    reg [15:1] fixedAsync, fixed_r;
    assign fixed = fixed_r;
    wire p1, p2, p4, p8;
    wire [3:0] syndrome;
    assign syndrome = {p8, p4, p2, p1};
    assign p1 = ham[1];
    assign p2 = ham[2];
    assign p4 = ham[4];
    assign p8 = ham[8];
    always @* begin                  
        fixedAsync = ham;
        if (syndrome != 4'b0000)                     
            fixedAsync[syndrome] = ~ham[syndrome];   
    end
    always @(posedge clock) begin    
        fixed_r <= fixedAsync;
    end
endmodule
==> impl_metrics.tcl <==
# flow metrics
set metrics [dict create \
    run_status "complete, no violations" \
    antenna_left 0 \
    critical_path_arrival_ps 3470 \
    diodes 0 \
    holdPathStages 3 \
    top_regs "fixed_r: 15 flops" \
    yosys-top-cells-count "nand2_1 (16), dfxtp_1 (15), o21ai_0 (14), nor2_1 (12), ha_1 (11)" \
    worstPathRequired_ps 3660 \
    p_leak_uw 0.000758 \
    hold_path.class "primary input to flip-flop" \
    peakVddDrop_v 0.000102 \
    grt_pass1_wl_um 6020 \
    grt-ovfl-total 0 \
    clk_pin_slew_ps 60 \
    setup_viol 0 \
    synth_top_cell_by_area "dfxtp_1" \
    antenna_found_initial 0 \
    min_from "ham[5]" \
    die_y_um 91 \
    die_area_mm2 0.00828 \
    routed-via-count 1307 \
    ys_cells 155 \
    drt-total-wl_um 3570 \
    maxSlewHeadroom_pct 65.4 \
    topCellsByArea "dfxtp_1 (24%), ha_1 (11%), mux2i_1 (6.3%)" \
    holdWs_ps 1070 \
    edf_count 0 \
    warnings 29 \
    yosysWarnings 1 \
    crit_type "primary input to flip-flop" \
    end_kind "flip-flop" \
    largest_reg_flops 15 \
    seq_area_um2 300 \
    drv_cap 0 \
    grt_max_degree 16 \
    synthFlopType "dfxtp_1" \
    syn_area_per_cell_um2 8.14 \
    firstDrtPassIters 4 \
    yosysTopAreaCellShare_pct 23.8 \
    avgRoutedWirePerCell_um 13.0 \
    largest_register "fixed_r" \
    syn-cell-area_mm2 0.00126 \
    startpoint "ham[2]" \
    final.fill_count 507 \
    vias_per_cell 4.77 \
    timing.final.crit_share_pct 94.6 \
    postLayoutCoreUtil_pct 39.1 \
    worst_pin_slew_ps 519 \
    cts-buffers-inserted 3 \
    cts_buffer_depth 2 \
    htreeDepth 1 \
    crit_fanout 6 \
    critPathLaunchType "primary input" \
    drive_above_1_share_pct 22.7 \
    yosysChipArea_mm2 0.00126 \
    finalHoldViolations 0 \
    hpwl_um 2910 \
    synth.distinct_cells 44 \
    power_density_mw_per_mm2 291 \
    ioPinCount 31 \
    port_buffers 30 \
    core_area_mm2 0.00482 \
    track_usage_pct 8.39 \
    fin_ws_ps 189 \
    synth.most_common_cell "nand2_1" \
    fmax_mhz 302 \
    cts_tree "done" \
    drtIter0Drc 120 \
    die_w_um 91 \
    slew_violations 0 \
    min_period_ps 3310 \
    p_total_uw 548 \
    rows 25 \
    ys_seq_share_pct 23.8 \
    logic_area_um2 920 \
    cts_root_buffer "clkbuf_8" \
    core_util_floorplan_pct 26.2 \
    grt_pass1_vias 1296 \
    numSynthFlops 15 \
    drc 0 \
    area.growth.synth_to_final_pct 49.2 \
    async_reset_ff_share_pct 0 \
    gp_congestion 0.957 \
    clock_sinks 15 \
    netlist_instances 155 \
    rsz0062_at_grt "false" \
    pre_cts_ws_ps -187 \
]
## area by class of cell
cell class / instances / share of cell area [%]
repair buffers: 56 / 26.5
clock inverters: 1 / 0.266
inverters: 9 / 1.79
clock buffers: 3 / 2.19
well taps: 67 / 4.45
flip-flops and latches: 15 / 15.9
multi-input cells: 123 / 48.8
## cells in the final DEF, fill, tap and decap left out, types with 2 or more instances in the layout
master / count
nand3_1: 3
o21ai_0: 14
a31oi_1: 2
xor2_1: 2
o31ai_1: 9
xnor2_1: 3
or2_2: 2
a21oi_1: 4
nand2_1: 16
buf_4: 25
nor4bb_1: 2
nand4_1: 4
mux2i_1: 8
inv_1: 8
clkbuf_8: 3
nor3_1: 4
nor2_1: 10
nor4b_2: 2
dfxtp_1: 15
nor2_2: 2
clkdlybuf4s50_1: 30
ha_1: 10
nand3b_1: 2
## power breakdown
part | internal [µW] | switching, µW | total (µW)
sequential | 184 | 2.78 | 187
combinational | 116 | 111 | 227
clock | 78.6 | 55.5 | 134
total | 379 | 169 | 548
## critical path: stages
cell             delay (ps)
clkdlybuf4s50_1         420
inv_1                   140
ha_4                    180
inv_1                    50
or3_4                   400
ha_1                    330
nor4b_2                 270
nand4_1                 110
buf_4                   170
or4_4                   450
o31ai_1                 230
## path summary, 6_finish.rpt
kind / endpoint
max: fixed_r[7]
min: fixed_r[5]
## metal layers
metal / wire length (µm) / GRT usage, % / share of wire [%]
met2: 1690 / 14.5 / 47
met3: 227 / 1.58 / 6.4
met4: 39 / 1.04 / 1.1
met5: 0 / 0 / 0
met1: 1610 / 10.9 / 45
## logic make-up after synthesis
kind of cell / count (synthesis) / share of synthesized area [%]
and+or+nand+nor: 57 / 24.4
buffers and inverters: 17 / 7.83
AOI/OAI and AO/OA: 40 / 20.8
DFF: 15 / 23.8
xor gates and xnor gates: 6 / 4.76
adders and majority gates: 11 / 10.9
muxes: 9 / 7.53
## through the flow
stage / setup TNS (ps) / cell area (µm²) / cells
global route: 0 / 1880 / 274
floorplan: 0 / 1270 / 155
global placement: -868 / 1780 / 269
detailed placement: -1400 / 1780 / 269
finish: 0 / 1880 / 274
CTS: 0 / 1820 / 273
## repair_timing
action	in CTS	in global routing
gates resized	0	9
endpoints found under the setup margin	0	15
buffers inserted	0	1
hold buffers	0	0
No activity file was given, so power comes from the tool's default toggle rates.
